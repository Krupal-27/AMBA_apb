File: ./config.mk
export PLATFORM = sky130hd
export DESIGN_NAME = apb_top
export DESIGN_NICKNAME = apb_top
export VERILOG_FILES = /design/flow/design.v
export SDC_FILE = /design/flow/constraint.sdc
export NUM_CORES = 4
export LEC_CHECK = 1
export CORE_UTILIZATION = 50
File: ./constraint.sdc
current_design apb_top

set clk_period 18.5
set clk_io_pct 0.2

create_clock -name clk0 -period $clk_period [get_ports {pclk}]

set non_clock_inputs [all_inputs -no_clocks]
set_input_delay [expr $clk_period * $clk_io_pct] -clock clk0 $non_clock_inputs
set_output_delay [expr $clk_period * $clk_io_pct] -clock clk0 [all_outputs]
File: ./design.v
module apb_master (
    input wire presetn,                
    input wire pclk,                   
    input wire transfer,               
    input wire read,                   
    input wire write,                 
    input wire [8:0] apb_write_paddr,    
    input wire [7:0] apb_write_data,   
    input wire [8:0] apb_read_paddr,   
    input wire pready,                  
    input wire pslverr,                 
    input wire [7:0] prdata,            
    output reg psel1,                
    output reg psel2,                  
    output reg penable,               
    output reg pwrite,              
    output reg [8:0] paddr,           
    output reg [7:0] pwdata,            
    output reg [7:0] apb_read_data_out 
);
    parameter IDLE = 2'b00;
    parameter SETUP = 2'b01;
    parameter ENABLE = 2'b10;
    reg [1:0] state;           
    reg [1:0] next_state;      
    always @(posedge pclk or negedge presetn) begin
        if (!presetn)  
            state <= IDLE;     
        else
            state <= next_state;
    end
    always @(posedge pclk or negedge presetn) begin
        if (!presetn) begin
            apb_read_data_out <= 8'h00;
        end else if (state == ENABLE && pready && read && !write) begin
            apb_read_data_out <= prdata;  
        end
    end
    always @(*) begin
        case (state)
            IDLE: begin
                if (transfer)
                    next_state = SETUP;
                else
                    next_state = IDLE;
            end
            SETUP: begin
                next_state = ENABLE;   
            end
            ENABLE: begin
                if (pready)  
                    next_state = (transfer) ? SETUP : IDLE;
                else
                    next_state = ENABLE;  
            end
            default: next_state = IDLE;
        endcase
    end
    always @(*) begin
        psel1 = 0;
        psel2 = 0;
        penable = 0;
        pwrite = 0;
        paddr = 9'b0;
        pwdata = 8'b0;
        case (state)
            IDLE: begin
            end
            SETUP: begin
                penable = 0;
                if (read && !write) begin
                    paddr = apb_read_paddr;             
                    psel1 = (apb_read_paddr[8] == 0);    
                    psel2 = (apb_read_paddr[8] == 1);    
                    pwrite = 0;                          
                end
                else if (write && !read) begin
                    paddr = apb_write_paddr;                 
                    psel1 = (apb_write_paddr[8] == 0);
                    psel2 = (apb_write_paddr[8] == 1);
                    pwrite = 1;                             
                    pwdata = apb_write_data;                
                end
            end
            ENABLE: begin
                penable = 1;   
                end
        endcase
    end
endmodule
module apb_slave (
    input wire pclk,              
    input wire presetn,         
    input wire psel,            
    input wire penable,         
    input wire pwrite,           
    input wire [7:0] paddr,      
    input wire [7:0] pwdata,    
    output reg [7:0] prdata,     
    output reg pready,          
    output reg pslverr           
);
    reg [7:0] memory [255:0]; 
    reg [7:0] addr_reg;  
    integer i;
    initial begin
        for (i = 0; i < 256; i = i + 1) begin   
            memory[i] = 8'h00;
        end
        pready = 1'b0;
        pslverr = 1'b0;
        prdata = 8'h00;
    end
    always @(posedge pclk or negedge presetn) begin
        if (!presetn) begin
            pready <= 1'b0;
            pslverr <= 1'b0;
            prdata <= 8'h00;
            addr_reg <= 8'b0;
        end else begin
            pready <= 1'b0;
            pslverr <= 1'b0;
            if (psel && penable) begin   
            if (!pwrite) begin
                if (paddr <= 8'd255) begin
                    prdata <= memory[paddr];
                    pready <= 1'b1;
                end else begin
                    pslverr <= 1'b1;
                    pready <= 1'b1;
                end
            end
            else begin
                if (paddr <= 8'd255) begin
                    memory[paddr] <= pwdata;
                    pready <= 1'b1;
                end else begin
                    pslverr <= 1'b1;
                    pready <= 1'b1;
                end
            end
        end
    end
end
endmodule
module apb_top (
    input wire pclk,
    input wire presetn,
    input wire transfer,
    input wire read,
    input wire write,
    input wire [8:0] apb_write_paddr,
    input wire [7:0] apb_write_data,
    input wire [8:0] apb_read_paddr,
    output wire pslverr,
    output wire [7:0] apb_read_data_out
);
    wire penable;
    wire pwrite;
    wire [8:0] paddr;
    wire [7:0] pwdata;
    wire [7:0] prdata1, prdata2;
    wire pready1, pready2, pready;
    wire psel1, psel2;
    apb_master master_inst (
        .presetn(presetn),
        .pclk(pclk),
        .transfer(transfer),
        .read(read),
        .write(write),
        .apb_write_paddr(apb_write_paddr),
        .apb_read_paddr(apb_read_paddr),
        .apb_write_data(apb_write_data),
        .pready(pready),
        .pslverr(pslverr),
        .prdata(psel1 ? prdata1 : prdata2),  
        .psel1(psel1),
        .psel2(psel2),
        .penable(penable),
        .paddr(paddr),
        .pwrite(pwrite),
        .pwdata(pwdata),
        .apb_read_data_out(apb_read_data_out)
    );
    apb_slave slave1_inst (
        .pclk(pclk),
        .presetn(presetn),
        .psel(psel1),
        .penable(penable),
        .pwrite(pwrite),
        .paddr(paddr[7:0]),
        .pwdata(pwdata),
        .prdata(prdata1),
        .pready(pready1),
        .pslverr(pslverr)
    );
    apb_slave slave2_inst (
        .pclk(pclk),
        .presetn(presetn),
        .psel(psel2),
        .penable(penable),
        .pwrite(pwrite),
        .paddr(paddr[7:0]),
        .pwdata(pwdata),
        .prdata(prdata2),
        .pready(pready2),
        .pslverr(pslverr)
    );
    assign pready = (psel1 && pready1) || (psel2 && pready2);
endmodule
File: ./run.sh
#!/bin/bash
# OpenROAD 26Q1-2900-gdf79404cd8, Yosys 0.63+post, stock flow scripts
make -C /OpenROAD-flow-scripts/flow DESIGN_CONFIG=/design/flow/config.mk WORK_HOME=/design/flow/orfs finish
==> flow_summary.toml <==
# synthesis and place-and-route metrics
[final_timing]
fin_crit_ns = 9.742
fmax_ghz = 0.1027
finClkSkew_ns = 0.05745
tns_ns = 0
maxSlewViolCount = 28
finalSetupViolCount = 0
final_hold_viol_count = 0
slew-limit-headroom = -0.2579
rsz0062_at_grt = "false"
finalClockPeriodUsage = 0.5266
worst_slew_pin_slew_ns = 1.887

[die]
fp_util = 0.5032
io_pins = 40
core_um2 = 309400
die-area_um2 = 313600
die_h_um = 560.0
fp-row-count = 204
die_x_um = 560.0

[setup_path]
crit_type = "primary input to flip-flop"
r2r_cells = 14
cpPeakStageDelay_ns = 1.16
crit_start = "write"
r2r_start = "master_inst.state[2]$_DFF_PN0_"
crit_top_cell = "buf_4"
worstSetupStartpointType = "primary input"
reg2reg_to = "slave1_inst.prdata[4]$_DFFE_PN0P_"
reg2reg_slack_ns = 11.71
worst_path_max_delay_cell = "a2111oi_0"
crit_arrival_ns = 10.61
worstPathCellList = "clkdlybuf4s50_1, nor2b_4, a32oi_4, nand4_4, buf_4, buf_4, nor2_1, buf_4, a2111oi_0, nand4_1, or4_1, nor4_1, a21oi_1"
worstPathMaxFanout = 27
endpoint_kind = "flip-flop"
cp-endpoint = "slave1_inst.prdata[0]$_DFFE_PN0P_"
cp.required_ns = 19.37

[clock_network]
htreeDepth = 5
cts_buffers = 423
cts_buffer_depth = 4
clock_latency_ns = 1.04
tritoncts = "yes"
clock_sinks = 4125
cts-root-buf = "clkbuf_16"
post_cts_buffers = 0
cts_resized = 0
ctsHoldBuffers = 0
clk_pin_slew_worst_paths_ns = 0.06

[power]
cellPowerDensity_nw_per_um2 = 103.8
ir_drop_uv = 114.7
p_leak_nw = 50.11

[job]
log.warning_count = 42
drv_cap = 6

[logic_synthesis]
synthCells = 9416
area_leaders = "edfxtp_1 (79%), a22oi_1 (4.6%), nand3_1 (2.6%)"
ys.warnings.count = 4
synth.avg_cell_area_um2 = 16.53
netlist_area_um2 = 155700
ys.flops = 4125
top_cell_area_share = 0.7901
common_cells = "edfxtp_1 (4,096), a22oi_1 (951), nand3_1 (821)"
edf_count = 4096
ys_seq_frac = 0.7948
flop_cell = "edfxtp_1"
yosys_cells = 9416
async_flop_share = 0.007030
yosysTopAreaCell = "edfxtp_1"
ys_chip_area_um2 = 155700
top_cell = "edfxtp_1"
yosysUniqueCellTypes = 54

[drt]
firstDrtPassIters = 6
routed_wirelength_um = 857300
via_count = 113573
antenna_left = 0
via_per_inst = 7.582
drt-initial-drc-count = 12630
drc = 0
post_drt_wl_per_cell_um = 57.23

[grt]
grt_pass1_wl_um = 1100000
grt_use_total = 0.6168
antenna_found_initial = 125
grt_pass1_vias = 114003
grt_max_degree = 109
grt_overflow = 0

[finish]
n_fill_cell = 23025
synthToLayoutAreaGrowth_pct = 17.08
drive_gt1_frac = 0.1807
final_util = 0.5892

[run_status]
outcome = "finished, violations left"
violations = "capacitance limit, slew limit"

[placement]
portBuffers = 38
gp_congestion = 1.117
post-dp-hpwl_um = 561000

[hold_path]
hold_depth = 2
hold_path.class = "flip-flop to flip-flop"
## area by class of cell
class                           instances  area [µm²]  share of cell area
Inverter                                3       11.26          0.00006178
Clock buffer                          509       11120             0.06103
Clock inverter                        282        2973             0.01631
Antenna cell                          190       475.5            0.002609
Timing Repair Buffer                 1152        9025             0.04952
Tap cell                             4120        5155             0.02828
Sequential cell                      4125      123700              0.6788
Multi-Input combinational cell       4599       29780              0.1634
## report_power, final
group | leakage (nW) | total (mW) | switching (mW) | internal, mW
Combinational | 14.6 | 0.0140 | 0.00757 | 0.00639
Clock | 6.87 | 8.80 | 3.78 | 5.02
Sequential | 28.6 | 10.1 | 0 | 10.1
## through the flow
step	hold WS, ns	area [µm²]	total power, mW	setup WS (ns)	std cells
after global placement	0.5461	167600	10.32	7.422	13993
after detailed placement	0.5483	167700	10.32	8.253	13998
after CTS	0.5614	181800	18.87	9.231	14789
after global routing	0.5853	182100	19.22	9.034	14899
after floorplan	0.4943	155700	10.31	5.996	9416
final	0.5607	182300	18.92	8.758	14980
## flip-flops by register name (all words and copies together), names as in the netlist
| signal | count |
|---|---|
| slave2_inst.prdata | 8 |
| master_inst.state | 3 |
| slave2_inst.memory | 2048 |
| master_inst.apb_read_data_out | 8 |
| slave2_inst.pready | 1 |
| slave1_inst.prdata | 8 |
| slave1_inst.pready | 1 |
| slave1_inst.memory | 2048 |
## metal layers
layer	part of all wire	vias to the layer above	track usage	wire [µm]
li1	-	41119	-	-
met1	0.26	54714	0.6222	225100
met2	0.39	13886	0.7121	334700
met3	0.24	3469	0.6300	205300
met4	0.090	385	0.4170	76890
met5	0.018	-	0.4337	15350
## worst max-delay path: cells and delay by family
| kind | cells | cell delay (ns) |
|---|---|---|
| AND-OR/OR-AND | 3 | 1.79 |
| buffers and inverters | 4 | 2.02 |
| AND/OR/NAND/NOR | 6 | 3.04 |
## cells by family after synthesis
kind of cell | synth area share
other | 0.00002409
buffers and inverters | 0.01985
and+or+nand+nor | 0.08948
AOI/OAI and AO/OA | 0.09588
DFF | 0.7948
## layout by cell type (no fill, tap or decap), drive strengths merged, types with 152 or more instances in the layout
| cell | count |
|---|---|
| nand2 | 194 |
| clkbuf | 510 |
| buf | 1114 |
| clkinv | 202 |
| o22ai | 152 |
| nor2 | 634 |
| a32oi | 158 |
| and3 | 347 |
| diode | 190 |
| a222oi | 158 |
| nand3 | 821 |
| a22oi | 951 |
| nand4 | 299 |
| edfxtp | 4096 |
## how the worst min path moves through the flow
stage / from / end / slack (ns)
4_1_cts: master_inst.apb_read_data_out[4]$_DFFE_PN0P_ / master_inst.apb_read_data_out[4]$_DFFE_PN0P_ / 0.56
5_1_grt: master_inst.apb_read_data_out[7]$_DFFE_PN0P_ / master_inst.apb_read_data_out[7]$_DFFE_PN0P_ / 0.59
6_report: master_inst.apb_read_data_out[4]$_DFFE_PN0P_ / master_inst.apb_read_data_out[4]$_DFFE_PN0P_ / 0.56
No activity file was given, so power comes from the tool's default toggle rates.
